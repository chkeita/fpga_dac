### design/flow/run.sh
#!/bin/bash
# OpenROAD 26Q1-2900-gdf79404cd8, Yosys 0.63+post, stock flow scripts
make -C /OpenROAD-flow-scripts/flow DESIGN_CONFIG=/design/flow/config.mk WORK_HOME=/design/flow/orfs finish
### design/flow/config.mk
export PLATFORM = sky130hd
export DESIGN_NAME = i2s_receiver
export DESIGN_NICKNAME = i2s_receiver
export VERILOG_FILES = /design/flow/design.v
export SDC_FILE = /design/flow/constraint.sdc
export NUM_CORES = 4
export LEC_CHECK = 1
export CORE_UTILIZATION = 50
### design/flow/constraint.sdc
current_design i2s_receiver

set clk_period 1.2
set clk_io_pct 0.2

create_clock -name clk0 -period $clk_period [get_ports {sck_clk}]

set non_clock_inputs [all_inputs -no_clocks]
set_input_delay [expr $clk_period * $clk_io_pct] -clock clk0 $non_clock_inputs
set_output_delay [expr $clk_period * $clk_io_pct] -clock clk0 [all_outputs]
### design/flow/design.v
module i2s_receiver #(parameter DATA_SIZE = 32) (
    input sck_clk,
    input wordSelect,
    input data,
    output reg outputSelect,
    output reg [(DATA_SIZE-1):0] leftData,
    output reg [(DATA_SIZE-1):0] rightData
);
    localparam Left     = 0;
    localparam Right    = 1;
    always @(negedge sck_clk) begin 
        if (wordSelect == Right) begin
            rightData       <= (rightData << 1) + data;
            outputSelect    <= Left;  
        end
        else begin 
            leftData        <= (leftData << 1) + data;
            outputSelect    <= Right;
        end
    end  
endmodule
==> run summary <==
impl run done, here's what came out: die width 64.44 µm, final instance area 3349 µm², die y size 64.44 µm, Slew @ Worst Pin 0.1675 ns, DP Wirelength 1853 µm, hold buffer count at CTS 0, number of global-route vias before repair 1,611, Slew Limit Fails 0, LEAKAGE 1.689 nW, initial antenna violation count 0, distinct lib cells 3, Top cell excl fill/tap inv_1, CTS H-tree lvls 3, Post-Syn Area per Cell 29.10 µm², Final Hold Viols 0, Startpoint Class register, critical path type reg2out, IO Port Bufs 67, Cells after Synth 67, GR peak layer met1, P per Cell Area 1941 nW/µm², status finished with violations, total power around 0.0065 W, gpl congestion 0.6934, ANT nets after route 0, failing checks setup timing, largest net degree at the start of global routing 33, met3 Use GR 24.64%, cell row count 22, tool warnings 94, FP Util between 50% and 60%, CTS tree yes, max cap viols 0, skew final 0.03687 ns, Hold Path Class reg2reg, sequential area share after synthesis 99.61%, Flop area approximately 1900 µm², Crit. End Element primary output, Clock transition at path regs 0.08 ns, largest buffer count on any clock path 2, most numerous logic cells after layout 68 x inv_1, 65 x buf_2, 64 x edfxtp_1, gr usage total 27.32%, met2 Usage GRT 28.42%, CP cell instances buf_2, largest stage delay on the critical path 0.42 ns, crit path max fanout 2, first-pass GRT wire length 7107 µm, area figure in the yosys stat output 1949 µm², critical path's top delay family flip-flops, Ports 68, WP buf/inv 1, CP max stage cell edfxtp_1, Synth Warn # 1, Sink Count 65, synthesized area 1949 µm², Worst EP arrival 1.57 ns, yosys adder share 0%, Fillers about 130, Area after DPL 2851 µm², Synth Area in Simple Gates 0%, comb area leader buffers and inverters, mux frac, synth 0%, Peak supply drop around 1.8 mV, vias 1,446, number of standard cells reported by yosys 67, share of cells above drive strength 1 51.09%, vias per cell 4.491, Post-synth regs 65, final wirelength 4985 µm, # DRC 0, # diodes 0, RSZ-0062 raised after global routing yes, WL/cell 15.48 µm, root buf cell clkbuf_8, Insertion Delay late pin 0.42 ns, Congestion Overflow GR 0, Comb gates 0, chip area 4153 µm², synthesis-to-finish area growth 71.82%, DR iter-0 viols between 50 and 60, final-report setup violation count between 60 and 70, xor+xnor area frac 0%, met1 Resource Use GR 48.42%, Detailed Routing Iterations Pass 1 6, CP required 0.96 ns, Slew headroom 88.84%, aoi share 0%, post-route setup slack -0.6136 ns, total CTS buffers 9, MI comb area 0 µm², Core Area 3689 µm²
-- layer usage --
layer | wire [µm] | part of all wire [%]
met1 | 2071 | 42
met2 | 2122 | 43
met3 | 772 | 15
met4 | 19 | 0.38
met5 | 0 | 0
-- metrics by stage --
stage / hold slack (ns) / TNS (ns) / utilization, % / setup slack [ns] / std cells
final: 0.4361 / -34.28 / 90.81 / -0.6136 / 322
after detailed placement: 0.4312 / -79.60 / 77.31 / -0.8005 / 201
after global placement: 0.4324 / -78.45 / 77.31 / -0.7887 / 201
after CTS: 0.4249 / -35.02 / 89.65 / -0.5942 / 312
after global routing: 0.4304 / -37.28 / 90.81 / -0.6583 / 322
after floorplan: 0.4003 / -14.46 / - / -0.4410 / 67
-- cell type report --
class	count	area share, %
Clock buffer	9	3.698
Clock inverter	72	11.21
Inverter	1	0.2241
Sequential cell	65	57.98
Tap cell	48	1.793
Timing Repair Buffer	127	25.10
-- repair_timing --
item,in CTS,in global routing
buffers inserted,29,12
endpoints found under the setup margin,130,82
resized,210,0
hold endpoints to repair,0,0
gates cloned,2,0
-- sequential cells by signal, summed over array words and instances (netlist names) --
register	flops
leftData	32
rightData	32
outputSelect	1
-- path summary, 6_finish.rpt --
| check | start | slack (ns) | cells after the start | endpoint |
|---|---|---|---|---|
| max | rightData[8] | -0.61 | 1 | rightData[8] |
| min | leftData[1] | 0.44 | 0 | leftData[2] |
| max reg2reg | rightData[27] | 0.22 | 3 | rightData[28] |
| min reg2reg | leftData[1] | 0.44 | 0 | leftData[2] |
-- logic make-up (layout without fill, tap and decap cells) --
kind of cell / after synthesis / in the layout
buffers and inverters: 2 / 209
DFF: 65 / 65
-- cell usage after synthesis --
library cell	number	area share (%)
inv_1	2	0.39
dfxtp_1	1	1.0
edfxtp_1	64	99
-- power breakdown --
part | leakage (nW) | internal, W | total (W) | switching [W]
clock | 0.483 | 0.00186 | 0.00347 | 0.00161
sequential | 0.635 | 0.00266 | 0.00272 | 0.0000600
combinational | 0.570 | 0.000213 | 0.000313 | 0.000100
total | 1.69 | 0.00473 | 0.00650 | 0.00177
Power and IR drop assume default switching activity.
